### /design/flow/design.v
module memory_asyncread(clk, data_in, data_out,
					   r_addr, wr_addr, wr_en);
	parameter WIDTH = 16, LOGSIZE = 256;
	localparam SIZE=2**LOGSIZE;  
	input clk;
	input wr_en;
	input [WIDTH-1:0] data_in;
	input [LOGSIZE-1:0] r_addr;
	input [LOGSIZE-1:0] wr_addr;	
	output logic [WIDTH-1:0] data_out;  
	logic [WIDTH-1:0] mem [SIZE-1:0];  
	assign data_out = mem[r_addr];
	always_ff @(posedge clk) begin  
		if (wr_en) begin
			mem[wr_addr] <= data_in;
		end
	end 
endmodule 
### /design/flow/run.sh
#!/bin/bash
# OpenROAD 26Q1-2900-gdf79404cd8, Yosys 0.63+post, stock flow scripts
make -C /OpenROAD-flow-scripts/flow DESIGN_CONFIG=/design/flow/config.mk WORK_HOME=/design/flow/orfs finish
### /design/flow/config.mk
export PLATFORM = sky130hd
export DESIGN_NAME = memory_asyncread
export DESIGN_NICKNAME = memory_asyncread
export VERILOG_FILES = /design/flow/design.v
export SDC_FILE = /design/flow/constraint.sdc
export NUM_CORES = 4
export LEC_CHECK = 1
export CORE_AREA = 10 10 215 215
export DIE_AREA = 0 0 225 225
### /design/flow/constraint.sdc
current_design memory_asyncread

set clk_period 4.8
set clk_io_pct 0.2

create_clock -name clk0 -period $clk_period [get_ports {clk}]

set non_clock_inputs [all_inputs -no_clocks]
set_input_delay [expr $clk_period * $clk_io_pct] -clock clk0 $non_clock_inputs
set_output_delay [expr $clk_period * $clk_io_pct] -clock clk0 [all_outputs]
==> notes.md <==
Summary of the current implementation state.

- The mean post-synth cell area is 9.993 um2, for reference.
- The floorplan step set the die width to 225 um.
- The number of sinks on the clock net is 32, for reference.
- In this run, placement finished with an instance count of 1059.
- The number of antenna violations at the first check in global routing was 9.
- The maximum fanout along the worst path is 16, for reference.
- The setup path with the least slack is of type in -> reg.
- The root cell of the clock tree is clkbuf_16, for reference.
- Per the OpenROAD floorplan log, the height of the die is 225 um.
- The via count of the first global-routing pass is 3861, for reference.
- Summing internal, switching and leakage power gives 0.9085 mW.
- Summing over every cut layer, the via total after detailed routing is 3553.
- The total core area is 0.04176 mm2, for reference.
- The actual slew at the worst max-slew pin is 782.7 ps, for reference.
- The die covers 0.05063 mm2.
- The DRC marker count from the first detailed-route iteration is 85, for reference.
- The H-tree generated during clock tree synthesis spans 2 levels.
- RePlAce ended its routability-driven mode at a weighted congestion of 0.8871.
- The share of the clock period used by the worst path after layout is 75.76%, for reference.
- The registers of the reported paths see a clock transition of 60 ps.
- The final hold violation count is 0, for reference.
- The startpoint of the lowest-slack hold path is data_in[10], for reference.
- For this run, the share of the core covered by cells in the final layout is 14.48%.
- The signal arrival time at the worst endpoint is 3610 ps, for reference.
- Max-slew check failures listed in the final report amount to 0.
- Counting flops and latches in the post-synthesis netlist gives 32.
- The count of instances resized after the clock tree is built is 0, for reference.
- The tool warning count is 280, for reference.
- The flow ran to the end, and the final reports show no timing, DRC or antenna violations.
- The summed negative setup slack over all endpoints is 0 ps, for reference.
- The detailed-placement wirelength estimate is 15.64 mm, for reference.
- The report counts max-capacitance violations totalling 0.
- In the synthesis report, Yosys lists the chip area as 0.002238 mm2.
- The total length of routed wires is 16.81 mm, for reference.
- The total of endpoints with negative setup slack in the final report is 0, for reference.
- Per Yosys stat, the portion of area used by sequential elements is 42.93%.
- The leakage power in the latest report is 1.693 nW.
- The data required time of the worst path is 4770 ps, for reference.
- The standard cell area after detailed placement is 0.005892 mm2, for reference.
- The relative slew slack is 47.34%, for reference.
- The largest vdd supply drop is 0.1182 mV, for reference.
- Setup slack on the critical path of the routed design comes to 1163 ps.
- The most critical setup path has its startpoint at wr_addr[74].
- The average wire length per cell after detail routing is 15.70 um, for reference.
- The synthesis report lists the Yosys warning total as 1.
- The longest clock path from root to sink contains 2 buffers.
- Hold is met by 1266 ps.
- For this run, design rule violations remaining after detail routing come to 0.
- Per the TritonCTS log, the buffer count is 5.
- Setup repair after global routing left no endpoint under its margin.
- The count of nets left with antenna violations once routing finished came out at 0.
- The buffer_ports step reported a buffer count of 290.
- Global routing used 6.238% of the available tracks.
- The final instance count without filler cells is 1071, for reference.
- The cell area after technology mapping is 0.002238 mm2, for reference.
- The relative area change from synthesis to final layout is 170.1%, for reference.
- Per the timing report, the achievable frequency comes out to 275.0 MHz.
- The first-pass GRT wire length is 22.98 mm, for reference.
- The total I/O pin count is 546, for reference.
- The final critical path time including I/O delays and setup is 3637 ps, for reference.
- The post-placement setup slack is 850.4 ps, for reference.
- The report puts the hold buffer count at CTS at 0.
- The overflow left after global routing is 0, for reference.
- Before placement the cells fill 5.360% of the core.
- The post-CTS setup buffer count is 0, for reference.
- The worst setup path is captured at a flop.
- Row generation in the floorplan step produced 75 rows.
- The routed via count divided by cell count is 3.317, for reference.
- The type of the most critical hold path is in -> reg, for reference.
- STA classifies the critical path startpoint as an input port.
- Once layout is done, the placed cells without fillers occupy 0.006046 mm2.
- The number of optimization iterations in the first detailed-route pass is 4, for reference.
- The maximum number of pins on one net before global-route repair is 17, for reference.
- For this design, Yosys synthesis ends with a cell count of 224.
- The post-route netlist has 6.439% of its cells at a drive strength greater than 1.
- The number of library cell types mapped by synthesis is 13, for reference.
- The script computed a power per unit cell area of 150.3 mW/mm2.
- The synthesized instance count is 224.
- TritonCTS built the clock tree.
final cells by class:
type | instances | area [um2]
fillers | 4670 | 35710
clock inverters | 3 | 18.77
clock buffers | 5 | 125.1
well taps | 539 | 674.4
multi-input cells | 190 | 1281
diodes | 4 | 10.01
flip-flops and latches | 32 | 960.9
repair buffers | 298 | 2975
path summary, 6_finish.rpt:
check | to | cells past startpoint
setup / recovery | mem[0][15] | 7
hold / removal | mem[-1][10] | 1
logic make-up after synthesis:
family,Yosys count,share of synthesized area [%]
buf+inv,2,0.3351
flops,32,42.93
mux,16,8.049
simple gates,174,48.69
flip-flops by register name (all words and copies together) (netlist names):
signal and count:
mem 16, mem[-1] 16
worst max-delay path, stage by stage:
cell and delay [ps]:
clkdlybuf4s50_1 420, nor4_1 580, nand4_1 290, nor4_1 750, nand4_1 230, nor2_2 180, buf_12 180
report_power, final:
group	total [mW]	internal [mW]	switching [mW]
logic	0.298	0.219	0.0792
registers	0.307	0.307	0
clock network	0.303	0.191	0.112
layer usage:
layer	vias to the layer above	track usage, %	routed length [um]
met5	-	0	13
met1	1546	7.524	6561
met3	16	4.203	3380
met2	304	8.807	6331
li1	1685	-	-
met4	2	1.799	527
synthesized netlist by cell type:
cell      number  share of area (%)
nand4_1       82                 23
nor4_1        78                 22
edfxtp_1      32                 43
mux2_2        16                8.0
or4_1          4                1.3
nand3_1        3               0.67
nor3_1         3               0.67
buf_1          1               0.17
clkbuf_1       1               0.17
nand2_1        1               0.17
nor2_1         1               0.17
nor4_2         1               0.56
nor4b_1        1               0.39
layout by cell type, fill, tap and decap left out:
cell type / count
nor2_2: 1
nand4_1: 82
nor3_1: 3
nor4_1: 78
buf_4: 7
clkinv_2: 2
edfxtp_1: 32
buf_12: 1
diode_2: 4
nand3_1: 3
clkbuf_16: 5
mux2_2: 16
nor4_4: 1
nand2_1: 1
clkinv_4: 1
or4_1: 4
nor4b_1: 1
clkdlybuf4s50_1: 290
Power and IR drop assume default switching activity.
