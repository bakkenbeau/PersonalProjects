==> design.v <==
module counter (
  clk,	
	reset,
	enable,
	count_out);
  input clk, reset, enable;
  output [3:0] count_out;
  wire clk;
  wire reset;
  wire enable;
  reg [3:0] count_out;
  always @(posedge clk) begin
    if (reset == 1'b1) begin
    	count_out <= 4'b0000;
    end else if (enable == 1'b1) begin
      count_out <= count_out + 1;
    end 
  end
endmodule 
==> run.sh <==
#!/bin/bash
# OpenROAD 26Q1-2900-gdf79404cd8, Yosys 0.63+post, stock flow scripts
make -C /OpenROAD-flow-scripts/flow DESIGN_CONFIG=/design/flow/config.mk WORK_HOME=/design/flow/orfs finish
==> config.mk <==
export PLATFORM = sky130hd
export DESIGN_NAME = counter
export DESIGN_NICKNAME = counter
export VERILOG_FILES = /design/flow/design.v
export SDC_FILE = /design/flow/constraint.sdc
export NUM_CORES = 4
export LEC_CHECK = 1
export CORE_AREA = 10 10 70 70
export DIE_AREA = 0 0 80 80
==> constraint.sdc <==
current_design counter

set clk_period 1.7
set clk_io_pct 0.2

create_clock -name clk0 -period $clk_period [get_ports {clk}]

set non_clock_inputs [all_inputs -no_clocks]
set_input_delay [expr $clk_period * $clk_io_pct] -clock clk0 $non_clock_inputs
set_output_delay [expr $clk_period * $clk_io_pct] -clock clk0 [all_outputs]
==> Changelog: implementation <==
## Implementation

- CP Capture Type: output port
- RSZ-0062 raised after global routing: no
- Post-synthesis cell count: 16
- Post-DR wirelength/cell: around 6.6 um
- Initial antenna violation count: 0
- Primary FF master, synth: dfxtp_1
- WS Path Type: flip-flop to output port
- Via-to-Cell Ratio: 1.958
- Gr usage total: 0.01759
- IO Pins: 7
- Setup crit start kind: flip-flop
- Drt total wl: 470 um
- Root buffer cell: clkbuf_4
- EDFF count, synth: 0
- GPL Wtd Cong: 0.6468
- Critical Path Start: count_out[0]
- Setup Skew: around 0.0033 ns
- Slew Limit Headroom: 0.8323
- Synth Seq Share: 0.4476
- Yosys Chip Area: 178.9 um2
- First-pass GRT wire length: 834 um
- Share of the core filled with cells: 0.09341
- Maximum clock path buffer count: 2
- Worst Path Buf+Inv: 1
- Met3 usage: 0.02159
- Slowest cell delay on critical path: 0.50 ns
- Pins Over Slew Limit: 0
- Row count: 21
- CTS H-Tree Depth: 1
- Clock sinks: 4
- DRC: 0
- Die Span X: about 80 um
- Critical path arrival: 1.13 ns
- Antenna viol nets, final: 0
- Status: complete, no violations
- Flops & latches, synth: 4
- Most flops, register: count_out
- Minimum clock period: 1.468 ns
- Placed cell areas: a little under 300 um2
- Total core area: 0.003416 mm2
- Fillcell total: 401
- Final Cell Area: 319.1 um2
- Min-delay worst type: flip-flop to flip-flop
- Antenna cells: 0
- Crit path max-delay cell type: clkdlybuf4s50_1
- Yosys top cell by instances: dfxtp_1
- Yosys cell types: 11
- Crit path max-delay family: buffers and inverters
- CTS clk-pin slew, worst paths: 0.04 ns
- Synth Warn #: 1
- FFs w/ async S/R, synth: 0
- Post-CTS sizing: 0
- Die height: 80 um
- Layout area overhead: 78.32%
- Pin count of the biggest net entering global routing: 6
- Peak supply drop: between 0.0002 and 0.00025 V
- CTS tree: done
- Critical path fanouts, max: 4
- Proportion of layout cells with a drive suffix above 1: 0.2400
- Max reg flops: 4
- Crit path cell chain: clkdlybuf4s50_1
- Total power: 0.2492 mW
- Final-report setup violation count: 0
- P_leak: 0.1203 nW
- Sum Neg Setup Slack: 0 ns
- Largest registers: count_out: 4 flops
- GR Util met1: 0.02191
- Ys cells: 16
- Vias in the first global route: 161
- Mapped Area: roughly 180 um2
- Max_cap viols: 0
- Hold path startpoint: count_out[3]
- Area leader share: 0.4476
- Post-CTS setup buffer count: 0
- Layer with the highest usage: met1
- Grt ovf: 0
- Tool warnings: 25
- Part of the cycle the worst path needs: 0.8633
- Cell taking the most area after synthesis: dfxtp_1
- Power Dens Cells: 781.1 mW/mm2
- Hold Buf Count CTS: 0
- Post-synth top cells: 4 x dfxtp_1, 3 x nor2_1
- Port-buffer cells: 6
- Final WS setup: 0.2324 ns
- DR pass1 iterations: 2
- Late-Pin Clk Latency: 0.23 ns
- Worst slew pin tran: 0.2508 ns
- Crit path required time: approximately 1.4 ns
- R2R Path Start: count_out[0]
- Max frequency: 681.4 MHz
- Pre-Place Util: 0.05238
- Avg Inst Size Synth: 11.18 um2
- Cts bufs inserted: 3
- Die area: between 0.006 and 0.007 mm2
- Final hold violations: 0
- Via Count: 139
- Synth top area cells: dfxtp_1 45%, mux2_4 8.4%, ha_1 7.0%
- Dpl ws: between 0.15 and 0.2 ns
- GR Util met2: 0.01846
- DR iter-0 viols: 12
## kinds of logic (layout without fill, tap and decap cells)
group | count (synthesis) | count (layout) | synth area share
compound gates | 2 | 2 | 0.08389
mux | 2 | 2 | 0.1398
simple gates | 6 | 6 | 0.2098
xor+xnor | 1 | 1 | 0.04896
buf+inv | 0 | 9 | 0
fa+ha+maj | 1 | 1 | 0.06992
flops | 4 | 4 | 0.4476
## through the flow
step | std cells | hold slack (ns)
floorplan | 16 | 0.4091
global placement | 68 | 0.5535
detailed placement | 68 | 0.5674
CTS | 71 | 0.5766
global route | 71 | 0.6204
finish | 71 | 0.5724
## placed cells by master (no fill, tap or decap), drive strengths merged
| cell type | count |
|---|---|
| a21oi | 1 |
| nor2b | 1 |
| nand3b | 1 |
| clkdlybuf4s50 | 6 |
| ha | 1 |
| mux2 | 1 |
| nand4 | 1 |
| a21bo | 1 |
| dfxtp | 4 |
| nor2 | 3 |
| clkbuf | 3 |
| xnor2 | 1 |
| mux2i | 1 |
## power by group
group / internal, mW / switching [mW] / leakage [nW]
combinational: 0.0192 / 0.0101 / 0.0738
clock: 0.0787 / 0.0351 / 0.0138
sequential: 0.0997 / 0.00641 / 0.0326
total: 0.198 / 0.0516 / 0.120
## worst paths after layout
kind,to,slack (ns),depth (start not counted)
setup / recovery,count_out[0],0.23,1
hold / removal,count_out[3],0.57,2
setup reg to reg,count_out[1],0.74,3
hold reg to reg,count_out[3],0.57,2
## area by class of cell
cell class	instances	area (um2)	share of cell area
well taps	46	57.56	0.1804
multi-input cells	12	98.84	0.3098
flip-flops and latches	4	80.08	0.2510
clock buffers	3	22.52	0.07059
repair buffers	6	60.06	0.1882
## routing by layer
layer,vias up,share of wire,routed length [um]
met5,-,0,0
li1,74,-,-
met3,0,0.21,100
met1,56,0.48,224
met4,0,0,0
met2,9,0.31,146
Power and IR drop assume default switching activity.
